<file path="/design/flow/design.v">
`timescale 1ns / 1ps
module sevseg(
            input [31:0] din,
            input        clk,
            output [7:0] segments,
            output [3:0] digits
  );
   localparam COUNTER_WIDTH = 18;
   reg [7:0]             data1;
   reg [7:0]             data2;
   reg [7:0]             data3;
   reg [7:0]             data4;
   reg [3:0]             cur_seg = 4'b0001;
   reg [7:0]             out_data = 8'h00;
   wire [3:0]            cur_seg_n = ~cur_seg;
   reg [COUNTER_WIDTH-1:0]            counter = {COUNTER_WIDTH{1'b0}};
   assign segments = out_data;
   assign digits = cur_seg_n;
   always @(posedge clk) begin
      {data1, data2, data3, data4} <= din;
      if (counter == ~{COUNTER_WIDTH{1'b0}}) begin
         if (cur_seg == 4'b1000)
           cur_seg <= 4'b0001;
         else
           cur_seg <= cur_seg << 1;
      end
      counter <= counter + 1'b1;
      case (cur_seg)
        4'b1000: out_data <= data1;
        4'b0100: out_data <= data2;
        4'b0010: out_data <= data3;
        4'b0001: out_data <= data4;
        default: out_data <= 8'h55;
      endcase
   end
endmodule
</file>
<file path="/design/flow/run.sh">
#!/bin/bash
# OpenROAD 26Q1-2900-gdf79404cd8, Yosys 0.63+post, stock flow scripts
make -C /OpenROAD-flow-scripts/flow DESIGN_CONFIG=/design/flow/config.mk WORK_HOME=/design/flow/orfs finish
</file>
<file path="/design/flow/config.mk">
export PLATFORM = sky130hd
export DESIGN_NAME = sevseg
export DESIGN_NICKNAME = sevseg
export VERILOG_FILES = /design/flow/design.v
export SDC_FILE = /design/flow/constraint.sdc
export NUM_CORES = 4
export LEC_CHECK = 1
export CORE_UTILIZATION = 40
</file>
<file path="/design/flow/constraint.sdc">
current_design sevseg

set clk_period 3.6
set clk_io_pct 0.2

create_clock -name clk0 -period $clk_period [get_ports {clk}]

set non_clock_inputs [all_inputs -no_clocks]
set_input_delay [expr $clk_period * $clk_io_pct] -clock clk0 $non_clock_inputs
set_output_delay [expr $clk_period * $clk_io_pct] -clock clk0 [all_outputs]
</file>
==> summary.txt <==
Numbers from the implementation run.

Port buffering added roughly 44 buffers. The flow ran to the end, and the final reports show no timing, DRC or antenna violations. The detailed-routed wire length on met3 is 247 um. Summed over all instances, the cell type with the most area after synthesis is dfxtp_1. The die is 71.0 um wide.

The post-synth tally of flip-flops with integrated enable is 4. During I/O placement, the number of pins put on the boundary was 45. The sum of routed wire length over all layers is slightly above 3000 um.

In this run, CTS created clock tree buffers numbering 9. Detailed routing inserted a total of 1249 vias. The post-synthesis instance area is 1910 um2. The portion of synthesized cell area occupied by the leading cell type is 60.9%.

The TritonCTS clock tree is built. The simple-gate area share of the yosys netlist is 14.8%. The core box area is 4470 um2. The number of cells traversed by the worst hold path is 1. Looking at the worst setup and hold paths, the clock pins of their registers show a slew of 0.06 ns. The routed design shows a via density per instance of roughly 4.7. The detailed router finished its first iteration with 51 violations. The required time at the worst-slack endpoint is 2.88 ns.

The number of sinks driven by the clock tree is 62. The class of the tightest hold or removal check is reg -> reg. The worst pin sits at a relative slew slack of 47.0%. STA puts the critical path data arrival time at 1.44 ns.

STA lists the maximum fanout along the critical path as 10. Summing the areas of all xor and xnor instances in the mapped netlist gives 7.35% of the synthesized area. By instance count, the leading cell after synthesis is dfxtp_1. The starting density of the core is between 40% and 50%. The synthesis warning total is 1. The worst hold path begins at counter[0]$_DFF_P_. The design draws about 1300 uW.

Setup repair after global routing left no endpoint under its margin. Logged for this run, the post-placement worst setup slack is 1.53 ns. Setup slack closes at 1.44 ns. The vertical die dimension is 71.0 um.

Multiplexer cells account for 0% of the synthesized area. The worst setup path is of the reg -> out kind. After synthesis, the most frequently instantiated cells are 58 x dfxtp_1, 15 x nand2_1, 9 x nor2_1, 9 x xor2_1, 8 x inv_1. The fraction of final layout cells with drive strength greater than 1 is 9.86%. Global routing used 13.6% of the available tracks. Clock skew on the completed layout was measured at 0.00448 ns. The cell row count is 24. Entering global routing, the biggest net connects 11 pins.

IR analysis of the VDD net gives a maximum drop of 0.000360 V. In the hold report, the worst path ends at counter[0]$_DFF_P_. The final worst hold slack is 0.408 ns. The number of antenna violations at the first check in global routing came to 0.

The detailed-placement wirelength estimate is roughly 2200 um. Once layout is done, the placed cells without fillers occupy 2570 um2. In the Yosys report, the sequential cells make up 67.2% of the chip area.

The main kind of combinational logic by area is simple AND/OR/NAND/NOR gates. Yosys reports a chip area of between 1500 and 2000 um2. The end-of-flow timing check tallies setup violations at 0. The leakage power summed over all cells is 0.000968 uW.

The number of instances in the synthesized netlist is 159. Routed signal wires occupy layers up through met4. After clock tree synthesis, the repair step resized 0 gates. Per the post-synthesis stats, the area per cell is 12.0 um2. After its last routability iteration, the placer logged a weighted congestion of 0.797. Per the summary, power density relative to cell area is just under 500 nW/um2. By area the synthesized netlist is led by dfxtp_1 61%, edfxtp_1 6.3%, xor2_1 4.1%, xnor2_1 3.2%, nand2_1 3.0%.

The transition time at the pin with the least slew margin is 0.784 ns. STA classifies the critical path endpoint as an output port. The standard cell area after detailed placement is 2390 um2.

The area added between synthesis and finish is 34.8%. The number of different library cells used by synthesis comes to 30. In the per-layer summary, the met1 wirelength comes to 1410 um.

The number of synthesized register bits is 62. The summed negative setup slack over all endpoints is 0 ns. The clock latency reported for the late side of the worst-skew pair is 0.32 ns. The total die area is ~5000 um2.

The timing report gives the worst reg2reg path a setup slack of 1.58 ns. The global-route congestion overflow total is 0. Based on the critical path, the design can be clocked at up to 0.462 GHz. Per the CTS log, the root buffer master is clkbuf_8. The post-synthesis cell count from yosys is 159. The total setup buffers inserted after CTS is 0.

The routed design uses 1390 um of met2 wire. Of the available clock period, the critical path in the final layout requires approximately three fifths. The number of nets with antenna violations after detailed routing is 0. The element type at the critical path start is a register.

The number of DRC violations after detailed routing is 0. The fraction of synthesis flops using an asynchronous set or reset pin is 0%. The number of antenna diodes in the final layout is 0.

The minimum clock period is 2.16 ns. The first-pass iteration count of the detailed router is 19. For reference, the final report shows the hold violation count at 0. For this design, the CTS-stage hold fixing added 0 buffers. Per the synth stats, the flop cell with the highest instance count is dfxtp_1. STA lists the startpoint of the worst register-to-register path as counter[0]$_DFF_P_. The post-synthesis adder-cell area fraction is 0.656%.

The count of H-tree levels built during CTS is 3. The fraction of the mapped netlist area in compound gates is 7.35%. The tally of max-capacitance violations is 0. The wire length of the first global-routing pass is about 5200 um.

The via count of the first global-routing pass is ~1.2k. The depth of the most critical reg-to-reg path is 4. The average routed wire per standard cell is 11.5 um.

The logs give a warning total of 25. The max-slew violation count is 0. The buffer levels on the longest clock path is 2. In this run the critical register-to-register path is captured at cur_seg[2]$_SDFFCE_PN0N_.
worst max path at each step:
| stage | from | end | slack (ns) |
|---|---|---|---|
| 4_1_cts | cur_seg[2]$_SDFFCE_PN0N_ | digits[2] | 1.41 |
| 5_1_grt | cur_seg[2]$_SDFFCE_PN0N_ | digits[2] | 1.33 |
| 6_report | cur_seg[2]$_SDFFCE_PN0N_ | digits[2] | 1.44 |
cells in the final DEF (no fill, tap or decap), drive strengths merged, types with 6 or more instances in the layout:
cell / instances
nor2: 10
xnor2: 7
clkdlybuf4s50: 44
dfxtp: 58
nand2: 15
nand3: 6
nand4: 6
clkbuf: 14
inv: 8
xor2: 9
critical path, stage by stage (launching register included):
cell	delay [ns]
edfxtp_1	0.53
inv_1	0.13
clkdlybuf4s50_1	0.46
state kept, by name, indices dropped and copies added (netlist names):
register	cells
data1	8
out_data	8
data4	8
data3	8
cur_seg	4
data2	8
counter	18
through the flow:
step	utilization (%)	std cells
global placement	53.5	250
detailed placement	53.5	250
finish	57.4	265
CTS	57.4	265
global route	57.4	265
floorplan	-	159
final cells by class:
type                            instances  area, um2
Clock buffer                           14        173
Multi-Input combinational cell         84        576
Tap cell                               52       65.1
Fill cell                             360       1900
Timing Repair Buffer                   44        440
Clock inverter                          1       5.00
Inverter                                8       30.0
Sequential cell                        62       1280
power by group:
part | internal, uW | total (uW) | switching (uW)
Clock | 302 | 526 | 224
Sequential | 712 | 717 | 5.34
Combinational | 30.0 | 34.2 | 4.23
Total | 1040 | 1280 | 234
metal layers:
metal / global-route usage [%] / vias up
li1: - / 650
met1: 18.2 / 559
met2: 21.4 / 38
met3: 6.65 / 2
met4: 1.56 / 0
met5: 0 / -
cell families after synthesis:
| family | after synthesis |
|---|---|
| XOR/XNOR | 16 |
| AND-OR/OR-AND | 17 |
| flip-flops | 62 |
| buffers and inverters | 13 |
| AND/OR/NAND/NOR | 50 |
| adder cells (fa/ha/maj) | 1 |
Power figures rest on the tool's default switching activity, not on a simulated workload.
