<file path="design/flow/config.mk">
export PLATFORM = sky130hd
export DESIGN_NAME = button_conditioner
export DESIGN_NICKNAME = button_conditioner
export VERILOG_FILES = /design/flow/design.v
export SDC_FILE = /design/flow/constraint.sdc
export NUM_CORES = 4
export LEC_CHECK = 1
export CORE_AREA = 10 10 99 99
export DIE_AREA = 0 0 109 109
</file>
<file path="design/flow/constraint.sdc">
current_design button_conditioner

set clk_period 2.7
set clk_io_pct 0.2

create_clock -name clk0 -period $clk_period [get_ports {clk}]

set non_clock_inputs [all_inputs -no_clocks]
set_input_delay [expr $clk_period * $clk_io_pct] -clock clk0 $non_clock_inputs
set_output_delay [expr $clk_period * $clk_io_pct] -clock clk0 [all_outputs]
</file>
<file path="design/flow/design.v">
`timescale 1ns / 1ps
module button_conditioner (input  clk,
                           input  btn,
                           output out
                           );
   reg                            stable_button = 1'b0;
   reg                            pipe = 1'b0;
   reg                            last = 1'b0;
   reg                            button_down = 1'b0;
   reg                            up_allowed = 1'b1;
   reg                            waiting = 1'b0;
   reg [23:0]                     counter = 24'h000000;
   assign out = {stable_button && !last && up_allowed};
   always @(posedge clk) begin
      {stable_button, pipe} <= {pipe, btn};
      if (!stable_button && last) begin
         counter <= 0;
         up_allowed <= 1'b0;
         waiting <= 1'b1;
      end else if (waiting) begin
        counter <= counter + 1'b1;
         if (counter == 24'hFFFFFF) begin
            up_allowed <= 1'b1;
            waiting <= 1'b0;
         end
      end 
      last <= stable_button;
   end
endmodule
</file>
<file path="design/flow/run.sh">
#!/bin/bash
# OpenROAD 26Q1-2900-gdf79404cd8, Yosys 0.63+post, stock flow scripts
make -C /OpenROAD-flow-scripts/flow DESIGN_CONFIG=/design/flow/config.mk WORK_HOME=/design/flow/orfs finish
</file>
==> results_dict.tcl <==
# implementation run metrics
set metrics [dict create \
    post-route-drc-count 0 \
    grt_overflow 0 \
    setup_violations 0 \
    rows 32 \
    ys_cells 142 \
    critPathLaunchType "register" \
    syn_area_per_cell_um2 8.802 \
    place_hpwl_um 1412 \
    timing.rr.end "counter[16]" \
    min_to "stable_button" \
    wirelength_um 2112 \
    drt_iter0_drc 52 \
    skew_ns 0.005304 \
    grt_pass1_wl_um 3815 \
    ioPinCount 3 \
    numCtsBuffers 5 \
    root_buffer "clkbuf_8" \
    h-tree-depth 2 \
    critPathBufInv 0 \
    yosys.area.top_type "dfxtp_1" \
    yosys_warnings 1 \
    yosys.area.top_type_share_pct 46.45 \
    power.leakage_nw 0.4836 \
    crit_required_ns 2.92 \
    die_area_mm2 0.01188 \
    critical_path_class "reg -> reg" \
    cts.sinks 29 \
    clk_pin_slew_ns 0.06 \
    slowest_delay_ns 0.66 \
    layout-drive-gt1-share_pct 9.524 \
    drtAntennaViolNets 0 \
    worst_pin_slew_ns 0.3091 \
    busiest_layer "met1" \
    crit_cells 5 \
    edf_count 0 \
    port-buffer-count 2 \
    fillCellCount 830 \
    ys_dominant_reg_cell "dfxtp_1" \
    crit_chain "ha_1 -> nand3_1 -> or4_1 -> or3_1 -> a21oi_1" \
    hold_depth 0 \
    ir_worst_vdd_mv 0.3275 \
    logic_area_um2 634.4 \
    maxSlewViolCount 0 \
    regArea_um2 580.6 \
    ys_seq_elements 29 \
    grt_max_degree 26 \
    rsz0062_at_grt "false" \
    core_area_mm2 0.007727 \
    dp_worst_setup_slack_ns 0.7509 \
    synthCells 142 \
    synth.area.top_cells "dfxtp_1 46%, or3_1 5.0%, xor2_1 4.9%, o21ai_0 4.8%, a21oi_1 4.4%" \
    cp.arrival_ns 2.16 \
    grt_usage_pct 3.823 \
    fp_util_pct 16.18 \
    grtUsageMet2_pct 5.227 \
    syn_area_mm2 0.001250 \
    met1_usage_pct 5.584 \
    grt_pass1_vias 869 \
    chipHeight_um 109 \
    fp.dieW_um 109 \
    synth_cell_type_count 32 \
    rr_worst_depth 5 \
    max_freq_mhz 514.6 \
    end_kind "register" \
    gp_congestion 0.7445 \
    worst_slack_ns 0.7566 \
    grt_use_met3_pct 1.673 \
    yosysMostFrequentCell "dfxtp_1" \
    ctsHoldBuffers 0 \
    cts_resized 0 \
    r2r_setup_slack_ns 0.76 \
    hold_slack_ns 0.3281 \
    worst_path_max_delay_cell "or4_1" \
    vias 970 \
    via_per_inst 3.896 \
    antenna_cells 0 \
    fin_crit_ns 1.943 \
    common_cells "29 x dfxtp_1, 13 x nor2_1, 12 x o21ai_0" \
    cts_max_path_buffers 2 \
    synth_chip_area_mm2 0.001250 \
    post-cts-setup-buffers 0 \
    antenna_found_initial 0 \
    clock_latency_ns 0.28 \
    crit-reg2reg-launch "counter[0]" \
    hp-start "pipe" \
    hold_path.class "reg -> reg" \
    hold_viol_final 0 \
    area_growth_pct 18.32 \
    maxCapViolations 0 \
    status "completed" \
    cp_top_family "simple AND/OR/NAND/NOR gates" \
    async_flop_share_pct 0 \
    detail_route.wl_per_cell_um 8.482 \
    post-route-period-util_pct 71.98 \
    slew-limit-headroom_pct 79.20 \
    cts_tree "done" \
    power_per_cell_area_mw_per_mm2 638.8 \
    critical_path.max_fanout 7 \
    warnings 25 \
    tns_ns 0 \
    synth.yosys.seq_area_share_pct 46.45 \
    drt-pass1-iter-count 4 \
]
==> registers in the layout, summed over array words and instances (netlist names) <==
signal,flops
waiting,1
counter,24
stable_button,1
pipe,1
last,1
up_allowed,1
==> metal layers <==
metal / up-vias / share of wire (%)
met4: 0 / 1.2
met1: 445 / 52
met3: 3 / 5.8
met2: 8 / 41
li1: 514 / -
met5: - / 0
==> cell type report <==
cell class	count	area share [%]
Multi-Input combinational cell	105	42.89
Tap cell	102	8.629
Sequential cell	29	39.26
Clock buffer	7	6.514
Inverter	2	0.5076
Clock inverter	1	0.3384
Timing Repair Buffer	3	1.861
==> report_power, final <==
part	internal, mW	leakage [nW]	switching (mW)
Clock	0.230	0.0542	0.158
Combinational	0.0325	0.194	0.0362
Sequential	0.456	0.236	0.0328
Total	0.718	0.484	0.227
==> worst max-delay path by stage <==
stage              start           to  slack (ns)
global route  counter[0]  counter[22]        0.59
finish        counter[0]  counter[16]        0.76
CTS           counter[0]  counter[16]        0.75
==> cell usage in the layout, fill, tap and decap left out <==
master | Yosys | routed
a21oi_1 | 11 | 11
and2_1 | 2 | 2
and3_1 | 2 | 2
and3b_1 | 1 | 1
and4_1 | 2 | 2
and4_2 | 1 | 1
buf_4 | 1 | 1
clkbuf_8 | 0 | 7
clkdlybuf4s50_1 | 0 | 2
clkinv_2 | 0 | 1
dfxtp_1 | 29 | 29
ha_1 | 1 | 1
inv_1 | 2 | 2
mux2i_1 | 1 | 1
nand2_1 | 10 | 10
nand2b_1 | 1 | 1
nand3_1 | 6 | 6
nand3_2 | 1 | 1
nand3b_1 | 1 | 1
nand4_1 | 8 | 8
nand4_2 | 1 | 1
nor2_1 | 13 | 13
nor2b_1 | 1 | 1
nor3_1 | 1 | 1
nor4_1 | 2 | 2
o21ai_0 | 12 | 12
o32a_1 | 1 | 1
or3_1 | 10 | 10
or3_2 | 1 | 1
or4_1 | 2 | 2
or4_2 | 1 | 1
xnor2_1 | 5 | 5
xor2_1 | 7 | 7
==> through the flow <==
step / power [mW] / area (µm²) / util (%) / std cells
after floorplan: 0.5463 / 1250 / - / 142
after global placement: 0.5630 / 1378 / 17.83 / 241
after detailed placement: 0.5660 / 1378 / 17.83 / 241
after CTS: 0.9565 / 1479 / 19.14 / 249
after global routing: 0.9946 / 1479 / 19.14 / 249
final: 0.9448 / 1479 / 19.14 / 249
==> kinds of logic after synthesis <==
logic type	count (synthesis)	synth area share, %
buf+inv	8	2.803
mux	1	0.8008
fa+ha+maj	1	1.001
simple gates	67	30.53
flops	29	46.45
compound gates	24	10.01
xor+xnor	12	8.408
No activity file was given, so power comes from the tool's default toggle rates.
