## /design/flow/run.sh

```bash
#!/bin/bash
# OpenROAD 26Q1-2900-gdf79404cd8, Yosys 0.63+post, stock flow scripts
make -C /OpenROAD-flow-scripts/flow DESIGN_CONFIG=/design/flow/config.mk WORK_HOME=/design/flow/orfs finish
```

## /design/flow/constraint.sdc

```tcl
current_design uart

set clk_period 4.1
set clk_io_pct 0.2

create_clock -name clk0 -period $clk_period [get_ports {clk}]

set non_clock_inputs [all_inputs -no_clocks]
set_input_delay [expr $clk_period * $clk_io_pct] -clock clk0 $non_clock_inputs
set_output_delay [expr $clk_period * $clk_io_pct] -clock clk0 [all_outputs]
```

## /design/flow/design.v

```verilog
`timescale 1ns / 1ps
module uart(
            input            clk,  
            input            rx,
            output reg       tx,
            output reg [7:0] data_out,
            output           data_rdy,
            output [7:0]     debug_leds,
            input [7:0]      data_in,
            input            data_in_en,
            output reg       data_in_rdy
  );
   reg [12:0]      r_counter_in;
   reg [12:0]      r_counter_out;
   reg [12:0]      w_counter_in;
   reg [12:0]      w_counter_out;
   localparam WAITING = 3'b000;
   localparam WAITING_FOR_HALF = 3'b001;
   localparam WAITING_FOR_BIT = 3'b011;
   localparam STOP = 3'b111;
   localparam FULL = 13'b1000010000110;
   localparam HALF = 12'b100001000011;
   reg             rdy_out = 1'b0;
   reg             rdy_in = 1'b0;
   assign data_rdy = rdy_out;
   reg             rx_in = 1'b1;
   reg             rx_out = 1'b1;
   reg [2:0]       r_state_in = WAITING;
   reg [2:0]       r_state_out = WAITING;
   reg [2:0]       w_state_in = WAITING;
   reg [2:0]       w_state_out = WAITING;
   reg [3:0]       bits_recvd_in;
   reg [3:0]       bits_recvd_out = 4'b0;
   reg [3:0]       bits_written_in;
   reg [3:0]       bits_written_out = 4'b0;
   reg [7:0]       tmp_buf_in;
   reg [7:0]       tmp_buf_out;
   reg [7:0]       wrt_buf_in;
   reg [7:0]       wrt_buf_out;
   reg [7:0]       led_buf = 8'b0;
   assign debug_leds = led_buf;
   always @(posedge clk) begin
      rx_in <= rx;
      rx_out <= rx_in;
      r_state_out <= r_state_in;
      r_counter_out <= r_counter_in;
      bits_recvd_out <= bits_recvd_in;
      tmp_buf_out <= tmp_buf_in;
      rdy_out <= rdy_in;
      case (r_state_out)
        WAITING: begin
           if (!rx_out) begin
              r_counter_in <= 14'b0;
              r_state_in <= WAITING_FOR_HALF;
           end
        end
        WAITING_FOR_HALF: begin
           if (r_counter_out == HALF) begin  
              r_counter_in <= 14'b0;
              r_state_in <= WAITING_FOR_BIT;
              bits_recvd_in <= 4'b0;
           end else
             r_counter_in <= r_counter_out + 1'b1;
        end
        WAITING_FOR_BIT: begin
           if (r_counter_out == FULL) begin
              r_counter_in <= 14'b0;
              if (bits_recvd_out == 4'b1000) begin
                 rdy_in <= 1'b1;
                 data_out <= tmp_buf_out;
                 r_state_in <= STOP;
              end else begin
                 case (bits_recvd_out)
                   4'b0000: led_buf[0] <= rx_out;
                   4'b0001: led_buf[1] <= rx_out;
                   4'b0010: led_buf[2] <= rx_out;
                   4'b0011: led_buf[3] <= rx_out;
                   4'b0100: led_buf[4] <= rx_out;
                   4'b0101: led_buf[5] <= rx_out;
                   4'b0110: led_buf[6] <= rx_out;
                   4'b0111: led_buf[7] <= rx_out;
                 endcase
                 tmp_buf_in <= {rx_out, tmp_buf_out[7:1]};
                 bits_recvd_in <= bits_recvd_out + 1'b1;
              end
           end else
             r_counter_in <= r_counter_out + 1'b1;
        end
        STOP: begin
           rdy_in <= 1'b0;
           if (rx_out == 1'b1)
              r_state_in <= WAITING;
        end
      endcase
   end
   always @(posedge clk) begin
      w_state_out <= w_state_in;
      w_counter_out <= w_counter_in;
      wrt_buf_out <= wrt_buf_in;
      bits_written_out <= bits_written_in;
      case (w_state_out)
        WAITING: begin
           if (data_in_en) begin
              wrt_buf_in <= data_in;
              w_state_in <= WAITING_FOR_BIT;
              w_counter_in <= 14'b0;
              data_in_rdy <= 1'b0;
              bits_written_in <= 4'b0;
              tx <= 1'b0;
           end else begin
              tx <= 1'b1;
              data_in_rdy <= 1'b1;
           end
        end
        WAITING_FOR_BIT: begin
           if (w_counter_out == FULL) begin
              w_counter_in <= 14'b0;
              if (bits_written_out == 4'b1000) begin
                 tx <= 1'b1;
                 w_state_in <= STOP;
              end else begin
                 {tx, wrt_buf_in} <= {wrt_buf_out[0], 1'b0, wrt_buf_out[7:1]};
                 bits_written_in <= bits_written_out + 1'b1;
              end
           end else
             w_counter_in <= w_counter_out + 1'b1;
        end
        STOP: begin
           if (w_counter_out == FULL) begin
              w_counter_in <= 14'b0;
              tx <= 1'b1;
              w_state_in <= WAITING;
              data_in_rdy <= 1'b1;
           end else
             w_counter_in <= w_counter_out + 1'b1;
        end
      endcase
   end
endmodule
```

## /design/flow/config.mk

```make
export PLATFORM = sky130hd
export DESIGN_NAME = uart
export DESIGN_NICKNAME = uart
export VERILOG_FILES = /design/flow/design.v
export SDC_FILE = /design/flow/constraint.sdc
export NUM_CORES = 4
export LEC_CHECK = 1
export CORE_UTILIZATION = 30
```

==> GITHUB_STEP_SUMMARY <==
## Implementation flow summary

| Metric | Value |
|---|---|
| Row cnt | 45 |
| CP Capture Type | register |
| Die width | 126 um |
| Cell internal pwr | 2.59 mW |
| Post-DP HPWL | 4550 um |
| Fillers | 1351 |
| Vias per cell | approximately 4.4 |
| Most used flip-flop cell | edfxtp_1 |
| WP buf/inv | 0 |
| Leak pwr | about 2.2 nW |
| Total number of cells along the worst setup path | 5 |
| Avg Inst Size Synth | 13.5 um2 |
| Clock Skew | around 0.0080 ns |
| Drc violations | 0 |
| Top-area cell share | 48.0% |
| Cell Area, Synth | 4630 um2 |
| Yosys Warn Count | 1 |
| Sequential Power Share | roughly 45% |
| DIE AREA | 15900 um2 |
| Clk pwr share | 53.6% |
| CTS tree | done |
| CORE AREA | approximately 15000 um2 |
| RSZ-0062 raised after global routing | false |
| Worst Setup Path Type | register to register |
| Critical Path Start Type | register |
| Post-synthesis sequential area ratio | 73.1% |
| Post-synth cell types | 37 |
| Reg clk slew, reported paths | 0.05 ns |
| I/O pin cnt | 30 |
| Fin util | 38.2% |
| R2r setup slk | approximately 1.8 ns |
| GP Congestion | around 0.82 |
| Worst-path cell with the longest stage delay | o2111a_1 |
| Synth-to-Final Area Change | 25.2% |
| CP required | 4.13 ns |
| DIE HEIGHT | 126 um |
| F_max | 0.432 GHz |
| Placed cell areas | 5100 um2 |
| Rel. slew slack | 62.3% |
| Min setup slack post-route | 1.79 ns |
| Pin count of the biggest net entering global routing | 18 |
| Logic area | 1130 um2 |
| Comb power frac | between 1 and 1.5% |
| CP max FO | 17 |
| Total number of vias | 2547 |
| Vias in the first global route | 2572 |
| 1st-iter DRT viols | 133 |
| Crit path max-delay family | simple AND/OR/NAND/NOR gates |
| Most area-hungry cell type in the Yosys netlist | edfxtp_1 |
| Sw Pwr | between 0.5 and 0.6 mW |
| Register area | 3380 um2 |
| Min-Delay Path Class | register to register |
| Hold Buf Count CTS | 0 |
| Max Slew Vio Count | 0 |
| # Post-CTS Setup Buffers | 0 |
| Post-Place Setup Slack | 1.66 ns |
| Crit-path max cell delay | 0.64 ns |
| Initial antenna violation count | 0 |
| WL/cell | approximately 13 um |
| Antenna diode count | 0 |
| CTS-repair resized insts | 0 |
| Clk latency late pin | approximately 0.4 ns |
| Finish-stage setup viols | 0 |
| First-pass GRT wire length | around 12000 um |
| Yosys chip area | 4630 um2 |
| Asr flop ratio synth | 0% |
| Clk root buf | clkbuf_16 |
| FP Util | 30.5% |
| Ys flops | around 130 |
| Switching part of the total | 17.6% |
| Global route overflow | 0 |
| Pwr per Cell Area | between 500 and 600 nW/um2 |
| Final instance area | 5790 um2 |
| Max clock buf depth | 2 |
| Cycle use final | a little under three fifths |
| GR Util All Layers | 10.1% |
| Final Critical Period | 2.31 ns |
| Cells on worst reg2reg path | 5 |
| # H-tree levels | 4 |
| Drt pass-1 iters | 4 |
| Final count of hold timing violations | 0 |
| Layout cells sized above 1 | 10.6% |
| Mapped Cells | approximately 340 |
| WL final | ~7300 um |
| EDFF count, synth | 74 |
| Max cap viols | 0 |
| Status | finished, final reports clean |
| OpenROAD warnings | 31 |
| WHS | 0.333 ns |
| Worst Path Arrival | 2.35 ns |
| Top cells by area | edfxtp_1 48%, dfxtp_1 25%, nor2_1 3.2% |
| Port Buf Inserts | 29 |
| TNS Setup | 0 ns |
| Routed Antenna Nets | 0 |
| # Cells Yosys | 342 |
| WHS Path Cells | 0 |
| Worst path cell trace | ha_1, nor4b_1, nand3_1, nand2_1, o2111a_1 |
| Clk sinks | 132 |
| Measured slew at the worst slew-check pin | 0.565 ns |
| VDD IR max | between 400 and 500 uV |
| TritonCTS Buffers | 17 |
-- layout by cell type, fill, tap and decap left out, types with 6 or more instances in the layout --
cell             netlist  routed
dfxtp_1               58      58
xnor2_1               16      16
clkbuf_16              0      20
ha_1                  10      10
nand2_1               37      37
nand3_1               13      13
edfxtp_1              74      74
inv_1                 14      14
nor3_1                 7       7
and3_1                13      13
xor2_1                10      10
nand4_1                6       6
clkdlybuf4s50_1        0      29
nor2_1                40      40
-- cells in the mapped netlist (all sizes together) (5+ instances only) --
cell type,n
and3,14
clkbuf,6
dfxtp,58
edfxtp,74
ha,10
inv,14
nand2,37
nand3,13
nand4,6
nor2,40
nor3,7
nor4,5
xnor2,16
xor2,10
-- area by class of cell --
| type | count | area share (%) |
|---|---|---|
| sequential | 132 | 58.4 |
| multi-input combinational | 187 | 19.6 |
| clock buffer | 22 | 9.11 |
| timing repair buffer | 30 | 5.14 |
| tap | 188 | 4.06 |
| clock inverter | 10 | 2.79 |
| inverter | 14 | 0.907 |
-- metal layers --
| metal | vias up | track usage, % | wire length [um] |
|---|---|---|---|
| li1 | 1267 | - | - |
| met1 | 1216 | 16.1 | 3680 |
| met2 | 56 | 14.3 | 3120 |
| met3 | 8 | 3.42 | 416 |
| met4 | 0 | 1.63 | 104 |
| met5 | - | 0 | 0 |
-- power groups by stage --
stage / sequential, mW / clock [mW] / combinational [mW]
4_1_cts: 1.42 / 1.72 / 0.0352
5_1_grt: 1.42 / 1.78 / 0.0395
6_report: 1.42 / 1.68 / 0.0347
-- cells by family (layout without fill, tap and decap cells) --
| kind of cell | count (synthesis) | after routing | share of synthesized area, % |
|---|---|---|---|
| simple gates | 141 | 141 | 15.2 |
| flops | 132 | 132 | 73.1 |
| xor+xnor | 26 | 26 | 4.92 |
| buf+inv | 23 | 76 | 2.35 |
| fa+ha+maj | 10 | 10 | 2.70 |
| compound gates | 10 | 10 | 1.70 |
-- worst paths after layout --
path / startpoint / end
hold reg to reg: rx_in$_DFF_P_ / rx_out$_DFF_P_
setup reg to reg: w_counter_out[1]$_DFF_P_ / wrt_buf_in[7]$_SDFFCE_PP0P_
hold / removal: rx_in$_DFF_P_ / rx_out$_DFF_P_
setup / recovery: w_counter_out[1]$_DFF_P_ / wrt_buf_in[7]$_SDFFCE_PP0P_
-- metrics by stage --
step           instances  total power, mW
3_3_place_gp         551             1.48
5_1_grt              583             3.24
2_1_floorplan        342             1.46
6_report             583             3.14
3_5_place_dp         551             1.48
4_1_cts              583             3.17
-- sequential cells by signal, summed over array words and instances (netlist names), 2 cells and up --
signal            cells
bits_recvd_in         4
wrt_buf_in            8
bits_written_in       4
w_counter_in         13
wrt_buf_out           8
w_state_in            2
bits_recvd_out        4
tmp_buf_in            8
bits_written_out      4
tmp_buf_out           8
w_counter_out        13
r_counter_out        13
data_out              8
r_state_in            3
led_buf               8
w_state_out           2
r_counter_in         13
r_state_out           3
-- worst register-to-register path: cells and delay by family (launching register included) --
| family | cells | cell delay, ns |
|---|---|---|
| compound gates | 1 | 0.64 |
| simple gates | 3 | 0.76 |
| fa+ha+maj | 1 | 0.16 |
| flops | 1 | 0.39 |
Power is estimated from default activity; no workload was simulated.
